[/design/flow/design.v]
localparam[3:0] ALUOP_AND = 4'b0000;
localparam[3:0] ALUOP_OR = 4'b0001;
localparam[3:0] ALUOP_ADD = 4'b0010;
localparam[3:0] ALUOP_SUB = 4'b0110;
localparam[3:0] ALUOP_LT = 4'b0111;
localparam[3:0] ALUOP_SRL = 4'b1000;
localparam[3:0] ALUOP_SLL = 4'b1001;
localparam[3:0] ALUOP_SRA = 4'b1010;
localparam[3:0] ALUOP_XOR = 4'b1101;
module alu (
    input logic [31:0] op1, op2,
    input logic [3:0] alu_op,
    output logic zero,
    output logic [31:0] result
);
always_comb begin
    case (alu_op)
        ALUOP_AND: result = op1 & op2;
        ALUOP_OR: result = op1 | op2;
        ALUOP_ADD: result = op1 + op2;
        ALUOP_SUB: result = op1 - op2;
        ALUOP_LT: result = ($signed(op1) < $signed(op2)) ? 32'd1 : 32'd0;
        ALUOP_SRL: result = op1 >> op2[4:0];
        ALUOP_SLL: result = op1 << op2[4:0];
        ALUOP_SRA: result = $unsigned($signed(op1) >>> op2[4:0]);
        ALUOP_XOR: result = op1 ^ op2;
        default: result = op1 + op2;
    endcase
end
assign zero = result ? 0 : 1;
endmodule
module calc #(
    parameter CLK_FREQUENCY = 100_000_000,
    parameter WAIT_TIME_US = 5000
) (
    input logic clk, btnc, btnl, btnu, btnr, btnd,
    input logic [15:0] sw,
    output logic [15:0] led
);
logic [1:0] usync;
logic [1:0] dsync;
logic reset;
logic press;
always_ff @( posedge clk ) begin
    usync[0] <= btnu;
    usync[1] <= usync[0];
    dsync[0] <= btnd;
    dsync[1] <= dsync[0];
end
assign reset = usync[1];
assign press = dsync[1];
logic prev;
logic oneshotDebouncedPress;
always_ff @( posedge clk ) begin
    prev <= press;
end
assign oneshotDebouncedPress = press && !prev;
logic [15:0] accumulator;
logic [31:0] op1, op2, result;
logic [3:0] alu_op;  
logic [2:0] lcr_btns;
assign op1 = {{16{accumulator[15]}}, accumulator};
assign op2 = {{16{sw[15]}}, sw};
assign led = accumulator;
assign lcr_btns[2] = btnl;
assign lcr_btns[1] = btnc;
assign lcr_btns[0] = btnr;
always_ff @( posedge clk ) begin
    if (reset)
        accumulator <= 16'd0;
    else if (oneshotDebouncedPress)
        accumulator <= result[15:0];
end
always_comb begin
    case (lcr_btns)
        0: alu_op = ALUOP_ADD;
        1: alu_op = ALUOP_SUB;
        2: alu_op = ALUOP_AND;
        3: alu_op = ALUOP_OR;
        4: alu_op = ALUOP_XOR;
        5: alu_op = ALUOP_LT;
        6: alu_op = ALUOP_SLL;
        7: alu_op = ALUOP_SRA;
        default: alu_op = ALUOP_ADD;
    endcase
end
alu prc_unit(.op1(op1), .op2(op2), .alu_op(alu_op), .zero(), .result(result));
endmodule
[/design/flow/run.sh]
#!/bin/bash
# OpenROAD 26Q1-2900-gdf79404cd8, Yosys 0.63+post, stock flow scripts
make -C /OpenROAD-flow-scripts/flow DESIGN_CONFIG=/design/flow/config.mk WORK_HOME=/design/flow/orfs finish
[/design/flow/config.mk]
export PLATFORM = sky130hd
export DESIGN_NAME = calc
export DESIGN_NICKNAME = calc
export VERILOG_FILES = /design/flow/design.v
export SDC_FILE = /design/flow/constraint.sdc
export NUM_CORES = 4
export LEC_CHECK = 1
export CORE_UTILIZATION = 30
[/design/flow/constraint.sdc]
current_design calc

set clk_period 8.3
set clk_io_pct 0.2

create_clock -name clk0 -period $clk_period [get_ports {clk}]

set non_clock_inputs [all_inputs -no_clocks]
set_input_delay [expr $clk_period * $clk_io_pct] -clock clk0 $non_clock_inputs
set_output_delay [expr $clk_period * $clk_io_pct] -clock clk0 [all_outputs]
==> flow_metrics.env <==
# yosys + openroad results
export IMPL_status="finished clean"
export IMPL_p_per_area_nw_per_um2=105
export IMPL_core_area_sq_um=14600
export IMPL_comb_area_sq_um=3670
export IMPL_ff2ff_path_depth=9
export IMPL_required_ps=8470
export IMPL_period_needed_ps=5250
export IMPL_p_switching_mw=0.232
export IMPL_reg2reg_from="accumulator[6]$_SDFFE_PP0P_"
export IMPL_rsz0062_at_grt="false"
export IMPL_ys_chip_area_sq_um=4490
export IMPL_die_height_um=124
export IMPL_cp_num_buf_inv=3
export IMPL_clock_latency_ps=270
export IMPL_rr_endpoint="accumulator[9]$_SDFFE_PP0P_"
export IMPL_critPathArrivalTime_ps=5420
export IMPL_post_cts_buffers=0
export IMPL_tool_warnings=58
export IMPL_grt_pass1_wl_mm=25.8
export IMPL_synth_seq_share_pct=9.35
export IMPL_synth_area_sq_um=4490
export IMPL_setup_viol_count_final=0
export IMPL_slew_headroom_pct=50.9
export IMPL_place_congestion=0.979
export IMPL_io_buffers=37
export IMPL_rows=44
export IMPL_start_kind="input pin"
export IMPL_drt_iter0_markers=507
export IMPL_edf_count=0
export IMPL_netlist_instances=593
export IMPL_slowest_stage="ha_1"
export IMPL_hold_end="usync[1]$_DFF_P_"
export IMPL_min_path_cells=0
export IMPL_final_fill_count=1496
export IMPL_layout_top_cells="nor2_1 (54), o21ai_0 (51), ha_1 (49)"
export IMPL_async_reset_ff_share_pct=0
export IMPL_ys_flop_type="dfxtp_1"
export IMPL_overflow=0
export IMPL_antenna_cells=0
export IMPL_cts_tree="yes"
export IMPL_fmax_ghz=0.191
export IMPL_clockRootBuffer="clkbuf_16"
export IMPL_clk_pin_slew_worst_paths_ps=70
export IMPL_yosys_warnings=2
export IMPL_sw_frac_of_total_pct=44.2
export IMPL_area_delta_synth_final_pct=11.7
export IMPL_antenna_found_initial=0
export IMPL_compound_area_share_pct=32.9
export IMPL_hold_viol=0
export IMPL_io_pins=38
export IMPL_cp_end_kind="flip-flop"
export IMPL_htree_num_levels=1
export IMPL_numClockSinks=21
export IMPL_pwr_share_comb_pct=53.1
export IMPL_drive_gt1_share_pct=9.32
export IMPL_critPathMaxFanout=41
export IMPL_cts_path_max_buffers=2
export IMPL_r2r_setup_slack_ps=5230
export IMPL_ant_nets=0
export IMPL_floorplanUtilization_pct=30.8
export IMPL_ys_top_logic_family="AND-OR/OR-AND gates"
export IMPL_synthAdderAreaFrac_pct=14.5
export IMPL_wl_mm=16.1
export IMPL_numCtsBuffers=3
export IMPL_ys_sh_simple_pct=17.0
export IMPL_ys_cells=593
export IMPL_cts_resized=0
export IMPL_grt_max_degree=47
export IMPL_crit_chain="clkdlybuf4s50_1 -> buf_4 -> clkinv_1 -> ha_1 -> nor3_1 -> o31ai_1 -> a211oi_2 -> nor3_1 -> a211oi_2 -> xnor2_1 -> o41ai_1"
export IMPL_final_setup_tns_ps=0
export IMPL_mux_area_share_pct=15.0
export IMPL_report_power_total_mw=0.526
export IMPL_hold_start="usync[0]$_DFF_P_"
export IMPL_grt_use_total_pct=21.4
export IMPL_ir_drop_mv=0.0692
export IMPL_vias=4698
export IMPL_dieArea_sq_um=15500
export IMPL_grt_pass1_vias=4435
export IMPL_final_common_cell="nor2_1"
export IMPL_synth_flop_count=21
export IMPL_seq_area_sq_um=420
export IMPL_synth_area_per_cell_sq_um=7.58
export IMPL_finalClockSkew_ps=4.98
export IMPL_hold_buffers=0
export IMPL_pwr_share_seq_pct=25.3
export IMPL_crit_family="buffers and inverters"
export IMPL_drt_pass1_iterations=5
export IMPL_internal_power_mw=0.293
export IMPL_viasPerCell=5.98
export IMPL_cp_startpoint="sw[2]"
export IMPL_path_class="in2reg"
export IMPL_cap_violations=0
export IMPL_p_clk_share_pct=21.5
export IMPL_slew_violations=0
export IMPL_max_stage_delay_ps=700
export IMPL_finalClockPeriodUsage_pct=63.2
export IMPL_die_x_um=124
export IMPL_min_path_type="reg2reg"
export IMPL_drc=0
export IMPL_tightest_slew_ps=736
export IMPL_p_leak_nw=1.98
export IMPL_hpwl_mm=12.3
export IMPL_wl_per_cell_um=20.5
export IMPL_synth_xor_area_share_pct=2.14
export IMPL_ys_types=76
==> worst reg2reg max path, stage by stage (launching register included) <==
cell,delay (ps)
dfxtp_1,580
inv_1,250
ha_1,480
a2111oi_4,380
o21ai_1,190
a221oi_1,450
nor2_1,80
a211oi_1,230
nor3_1,100
o221a_2,240
==> worst max path at each step <==
stage	slack, ps	cells past startpoint	end
4_1_cts	3140	10	accumulator[13]$_SDFFE_PP0P_
5_1_grt	2820	11	accumulator[11]$_SDFFE_PP0P_
6_report	3050	11	accumulator[11]$_SDFFE_PP0P_
==> synth_stat cells, types with 5 or more instances <==
cell      number  area share [%]
o22ai_1        5            0.70
o31ai_1        6             1.0
o211ai_1       7             1.2
nand3_1       11             1.2
ha_1          49              14
mux4_2        14             7.0
mux2_2         8             2.0
nor2_1        54             4.5
clkbuf_1      20             1.7
o21bai_1       6             1.0
nand2_1       28             2.3
a221oi_1      10             1.9
a21oi_1       47             5.2
nor3_1        23             2.6
or3_1          5            0.70
a211oi_1      18             3.0
xor2_1         6             1.2
nor2b_1        6            0.84
o21ai_0       51             5.7
xnor2_1        5            0.97
dfxtp_1       21             9.4
nand2b_1       8             1.1
a31oi_1        8             1.1
inv_1         44             3.7
a21o_1         6             1.0
mux2i_1       23             5.1
a211o_1        5            0.97
buf_2         13             1.4
==> area by class of cell <==
class / count / share of cell area (%)
Multi-Input combinational cell: 481 / 73.0
Timing Repair Buffer: 47 / 8.77
Sequential cell: 21 / 8.37
Tap cell: 184 / 4.59
Inverter: 48 / 3.59
Clock buffer: 3 / 1.50
Clock inverter: 1 / 0.150
==> state kept, by name, indices dropped and copies added, names as in the netlist <==
name / count
accumulator: 16
dsync: 2
usync: 2
prev: 1
==> power groups by stage <==
stage | Sequential, mW | Clock (mW) | Combinational, mW
final | 0.133 | 0.113 | 0.279
after global routing | 0.135 | 0.118 | 0.308
after CTS | 0.132 | 0.114 | 0.275
==> metrics by stage <==
step | setup slack [ps] | hold slack [ps] | util, % | std cells | area, sq um
4_1_cts | 3140 | 328 | 34.4 | 785 | 5020
3_5_place_dp | 2870 | 312 | 33.8 | 781 | 4940
6_report | 3050 | 328 | 34.4 | 785 | 5020
5_1_grt | 2820 | 338 | 34.4 | 785 | 5020
2_1_floorplan | 4290 | 310 | - | 593 | 4490
3_3_place_gp | 2960 | 313 | 33.8 | 781 | 4940
==> routing by layer <==
layer / vias up / GRT usage [%] / wire length, um
li1: 2221 / - / -
met1: 2209 / 32.6 / 7340
met2: 248 / 30.7 / 6920
met3: 20 / 4.60 / 1460
met4: 0 / 5.10 / 374
met5: - / 0 / 0
==> cells by family (layout without fill, tap and decap cells) <==
logic type               Yosys count  in the layout
AND-OR/OR-AND                    215            215
XOR/XNOR                          11             11
adder cells (fa/ha/maj)           51             51
buffers and inverters             91             99
flip-flops                        21             21
multiplexers                      47             47
AND/OR/NAND/NOR                  157            157
Power and IR drop assume default switching activity.
